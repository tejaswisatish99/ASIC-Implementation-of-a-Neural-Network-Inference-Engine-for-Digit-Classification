===== flow/config.mk =====
export PLATFORM = sky130hd
export DESIGN_NAME = argmax
export DESIGN_NICKNAME = argmax
export VERILOG_FILES = /design/flow/design.v
export SDC_FILE = /design/flow/constraint.sdc
export NUM_CORES = 4
export LEC_CHECK = 1
export CORE_UTILIZATION = 40

===== flow/constraint.sdc =====
current_design argmax

set clk_period 15.7
set clk_io_pct 0.2

create_clock -name clk0 -period $clk_period [get_ports {clk}]

set non_clock_inputs [all_inputs -no_clocks]
set_input_delay [expr $clk_period * $clk_io_pct] -clock clk0 $non_clock_inputs
set_output_delay [expr $clk_period * $clk_io_pct] -clock clk0 [all_outputs]

===== flow/design.v =====
module argmax #(parameter WIDTH = 16, SIZE = 10, P = 4)
(data_flat, max_index, done, ack, start, clk, rst);
input wire rst, start, clk;
input wire signed [SIZE*WIDTH-1:0] data_flat;
output reg done, ack;
output reg [$clog2((SIZE>0)?SIZE:1)-1:0] max_index;
localparam IDLE = 1'b0;
localparam SCAN = 1'b1;
localparam signed [WIDTH-1:0] MIN_VAL = -(1 <<< (WIDTH-1));
reg state;
reg [$clog2(SIZE+P-1)-1:0] idx;
reg signed [WIDTH-1:0] max_val;
reg [$clog2(SIZE+P-1)-1:0] max_idx;
wire signed [WIDTH-1:0] vals [0:P-1];
genvar k;
generate
for (k = 0; k < P; k = k + 1)
begin : gen_vals
assign vals[k] =
((idx+k) < SIZE) ?
data_flat[(idx+k)*WIDTH +: WIDTH] : MIN_VAL;
end
endgenerate
reg signed [WIDTH-1:0] batch_max_val;
reg [$clog2(SIZE+P-1)-1:0] batch_max_idx;
integer i;
always @(max_val, max_idx, idx)
begin
batch_max_val = max_val;
batch_max_idx = max_idx;
for (i = 0; i < P; i = i + 1)
begin
if ((idx+$unsigned(i)) < SIZE && vals[i] > batch_max_val)
begin
batch_max_val = vals[i];
batch_max_idx = idx + $unsigned(i);
end
end
end
always @(posedge clk or posedge rst)
begin
if(rst)
begin
idx <= 0;
max_val <= MIN_VAL;
max_idx <= 0;
max_index <= 0;
done <= 0;
ack <= 0;
state <= IDLE;
end
else
begin
case (state)
IDLE: begin
ack <= 0;
max_val <= MIN_VAL;
done <= 0;
if (start)
begin
ack <= 1;
idx <= 0;
max_val <= data_flat[0 +: WIDTH];
max_idx <= 0;
state <= SCAN;
end
end
SCAN: begin
if (!start)
ack <= 0;
max_val <= batch_max_val;
max_idx <= batch_max_idx;
idx <= idx + P;
if (idx >= SIZE)
begin
state <= IDLE;
done <= 1;
max_index <= max_idx;
end
end
endcase
end
end
endmodule

===== flow/run.sh =====
#!/bin/bash
# OpenROAD 26Q1-2900-gdf79404cd8, Yosys 0.63+post, stock flow scripts
make -C /OpenROAD-flow-scripts/flow DESIGN_CONFIG=/design/flow/config.mk WORK_HOME=/design/flow/orfs finish

==> results.sh <==
# source this file to load flow results
export IMPL_reg2reg_setup_slack_ps=3490
export IMPL_coreArea_um2=11700
export IMPL_enable_flop_cells=0
export IMPL_timing_critical_path_from_type="input pin"
export IMPL_critical_path_reg2reg_startpoint="idx[2]"
export IMPL_totalNegativeSetupSlack_ps=0
export IMPL_grt_pass1_wl_um=28900
export IMPL_synthesis_instances=670
export IMPL_synth_yosys_seq_area_share=0.149
export IMPL_slew_limit_headroom=0.434
export IMPL_finish_cell_count_without_fillers=951
export IMPL_syn_area_per_cell_um2=7.27
export IMPL_num_fill_cells=1073
export IMPL_synth_lib_cells_used_distinct=55
export IMPL_cts_hold_repair_buffers=0
export IMPL_num_io_pins=169
export IMPL_floorplan_rows=39
export IMPL_combGateArea_um2=3870
export IMPL_fraction_of_layout_cells_with_a_size_suffix_above_1=0.0384
export IMPL_hold_ws_ps=481
export IMPL_cts_path_max_buffers=2
export IMPL_worst_endpoint_arrival_ps=14080
export IMPL_area_taken_by_flip_flops_and_latches_um2=731
export IMPL_placed_cells_incl_taps=943
export IMPL_synth_chip_area_um2=4870
export IMPL_min_delay_path_depth=1
export IMPL_ctsRootBufferMaster="clkbuf_16"
export IMPL_totalWireLength_um=18300
export IMPL_remaining_drc_errors=0
export IMPL_setup_viol=0
export IMPL_whs_endpoint="done"
export IMPL_layout_area_overhead_vs_synth_pct=39.1
export IMPL_cts_tree="built"
export IMPL_routed_via_count=5534
export IMPL_port_buffers=168
export IMPL_cp_end_kind="register"
export IMPL_cp_slowest_cell="nor3_2"
export IMPL_cts_made_buffers=5
export IMPL_crit_start="data_flat[13]"
export IMPL_cts_setup_buffers=0
export IMPL_worstRegToRegCells=37
export IMPL_max_cap_viol_count=0
export IMPL_drtAntennaViolNets=0
export IMPL_clock_skew_ps=6.17
export IMPL_fin_crit_sh=0.884
export IMPL_grt_util_all_layers=0.300
export IMPL_clock_fmax_mhz=72.1
export IMPL_n_diodes=0
export IMPL_hold_class="reg2reg"
export IMPL_setup_repair_after_global_routing_missed_its_margin="no"
export IMPL_die_height_um=112
export IMPL_htree_num_levels=2
export IMPL_ys_flop_type="dfrtp_1"
export IMPL_detailedRoute_firstIterationViolations=424
export IMPL_routed_wire_length_per_instance_um=19.3
export IMPL_outcome="completed"
export IMPL_timing_setup_critical_path_class="in2reg"
export IMPL_ys_cells=670
export IMPL_max_stage_delay_ps=650
export IMPL_required_arrival_time_at_the_worst_endpoint_ps=15900
export IMPL_fp_utilization=0.418
export IMPL_synth_warning_count=1
export IMPL_first_global_vias=5416
export IMPL_grt_overflow_total=0
export IMPL_timing_final_hold_violations=0
export IMPL_critical_path_top_cell_by_count="ha_1"
export IMPL_antenna_violations_before_repair=0
export IMPL_postSynth_asyncResetShare=1.00
export IMPL_warning_count=30
export IMPL_worstReg2RegEnd="max_idx[2]"
export IMPL_hold_start="done"
export IMPL_pins_over_their_slew_limit=0
export IMPL_die_width_um=112
export IMPL_gp_routability_congestion=1.01
export IMPL_cts_repair_resized=0
export IMPL_die_area_um2=12600
export IMPL_synth_area_um2=4870
export IMPL_detailedRoute_firstPassIterationCount=5
export IMPL_final_core_utilization=0.581
export IMPL_clock_sinks=29
export IMPL_hpwl_um=15400
export IMPL_drt_vias_per_instance=5.82
export IMPL_largest_net_degree_at_the_start_of_global_routing=44
export IMPL_path_clk_slew_ps=50
export IMPL_ys_seq_elements=29
export IMPL_timing_final_crit_period_ps=13870
export IMPL_timing_worst_slew_pin_value_ps=844
export IMPL_insertion_delay_ps=270
export IMPL_worst_path_max_fanout=39
## cell usage in the layout, fill, tap and decap left out, drive strengths merged, types with 2 or more instances in the layout
cell	count
or3	5
dfrtp	28
and3	3
a211o	5
or2	5
o211ai	5
a21boi	2
o311a	2
inv	26
mux2	4
nand4	13
a2111oi	5
nor2	139
a32oi	9
nor3	18
o21a	4
o211a	8
nand2	28
nand3	12
nor2b	6
a31oi	8
buf	8
nand2b	4
a2111o	3
ha	68
mux2i	65
clkbuf	7
a211oi	10
a21oi	47
clkdlybuf4s50	168
o31ai	10
a21o	10
o21ai	55
## how the worst max path moves through the flow
stage	cells after the start	slack, ps	endpoint
4_1_cts	37	2080	max_idx[0]
5_1_grt	37	1100	max_idx[2]
6_report	37	1830	max_idx[2]
## layer usage
layer | track usage | vias to the layer above | share of wire
li1 | - | 2725 | -
met2 | 0.454 | 229 | 0.43
met3 | 0.0374 | 28 | 0.066
met4 | 0.0649 | 0 | 0.025
met5 | 0 | - | 0
met1 | 0.462 | 2552 | 0.48
## synth_stat cells, types with 3 or more instances
master	n	area [um^2]
a2111oi_0	5	43.8
nor2b_1	6	37.5
o21ai_1	3	15.0
and3_1	3	18.8
a211o_1	5	43.8
or2_2	4	25.0
o211ai_1	5	37.5
nand2b_1	4	25.0
buf_1	7	26.3
o211a_1	8	80.1
or3_1	5	31.3
o21a_1	4	30.0
a21oi_1	47	235
nand3_1	12	60.1
a2111o_1	3	33.8
dfrtp_1	28	701
nand4_1	13	81.3
nor2_1	139	522
a21o_1	10	75.1
a211oi_1	10	75.1
nand2_1	28	105
a32oi_1	9	78.8
o31ai_1	10	75.1
ha_1	68	851
inv_1	26	97.6
clkbuf_1	37	139
o21ai_0	52	260
mux2_2	3	33.8
nor3_1	17	85.1
a31oi_1	8	50.1
mux2i_1	65	651
## registers in the layout, summed over array words and instances, names as in the netlist
signal     cells
state          1
max_index      4
max_val       16
ack            1
max_idx        4
idx            2
done           1
## worst max-delay path, delay by kind of cell
family | cells | cell delay (ps)
compound gates | 16 | 3850
fa+ha+maj | 4 | 1290
buf+inv | 1 | 430
mux | 2 | 430
simple gates | 14 | 4910
## metrics by stage
| step | cell area (um^2) | setup WS (ps) |
|---|---|---|
| after floorplan | 4870 | 3900 |
| after global placement | 6620 | 2010 |
| after detailed placement | 6620 | 1830 |
| after CTS | 6780 | 2080 |
| after global routing | 6780 | 1100 |
| final | 6780 | 1830 |
## layout make-up
class,instances,share of cell area
multi-input cells,569,0.571
repair buffers,176,0.257
flip-flops and latches,29,0.108
well taps,143,0.0264
clock buffers,7,0.0225
inverters,26,0.0144
clock inverters,1,0.000739
## cells by family after synthesis
logic type,after synthesis,synth area share
simple gates,240,0.219
compound gates,192,0.256
buf+inv,72,0.0573
mux,69,0.144
fa+ha+maj,68,0.175
flops,29,0.149
