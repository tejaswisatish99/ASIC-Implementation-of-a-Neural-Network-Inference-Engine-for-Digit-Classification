$ cat ./constraint.sdc
current_design mulfp

set clk_period 1.6
set clk_io_pct 0.2

create_clock -name clk0 -period $clk_period [get_ports {clk}]

set non_clock_inputs [all_inputs -no_clocks]
set_input_delay [expr $clk_period * $clk_io_pct] -clock clk0 $non_clock_inputs
set_output_delay [expr $clk_period * $clk_io_pct] -clock clk0 [all_outputs]
$ cat ./config.mk
export PLATFORM = sky130hd
export DESIGN_NAME = mulfp
export DESIGN_NICKNAME = mulfp
export VERILOG_FILES = /design/flow/design.v
export SDC_FILE = /design/flow/constraint.sdc
export NUM_CORES = 4
export LEC_CHECK = 1
export CORE_UTILIZATION = 30
$ cat ./design.v
module addfp #(parameter AWIDTH = 5, A_FR = 4, BWIDTH = 5, B_FR = 4, OWIDTH = 6, O_FR = 4)(a, b, s);
input signed [AWIDTH-1:0] a;
input signed [BWIDTH-1:0] b;
output signed [OWIDTH-1:0] s;
localparam integer MAX_FR = (A_FR > B_FR) ? A_FR : B_FR;
localparam integer SHIFT = MAX_FR - O_FR;
function automatic signed [OWIDTH-1:0] signext_a;
input signed [AWIDTH-1:0] in;
begin
if(OWIDTH > AWIDTH)
signext_a = {{(OWIDTH-AWIDTH){in[AWIDTH-1]}}, in};
else if (OWIDTH == AWIDTH)
signext_a = in;
else
signext_a = in[OWIDTH-1:0];
end
endfunction
function automatic signed [OWIDTH-1:0] signext_b;
input signed [BWIDTH-1:0] in;
begin
if(OWIDTH > BWIDTH)
signext_b = {{(OWIDTH-BWIDTH){in[BWIDTH-1]}}, in};
else if (OWIDTH == BWIDTH)
signext_b = in;
else
signext_b = in[OWIDTH-1:0];
end
endfunction
wire signed [OWIDTH-1:0] a_ext = signext_a(a);
wire signed [OWIDTH-1:0] b_ext = signext_b(b);
wire signed [OWIDTH-1:0] a_align =
(A_FR < MAX_FR) ? (a_ext <<< (MAX_FR - A_FR)) : a_ext;
wire signed [OWIDTH-1:0] b_align =
(B_FR < MAX_FR) ? (b_ext <<< (MAX_FR - B_FR)) : b_ext;
wire signed [OWIDTH:0] sum = a_align + b_align;
assign s = (SHIFT >= 0) ? sum >>> SHIFT : sum <<< (-SHIFT);
endmodule
module mulfp #(parameter WIDTH = 8, IFR = 4, OWIDTH = 16, OFR = 5)(a, b, p, done, ack, start, clk, rst);
input wire signed [WIDTH-1:0] a, b;
input wire clk, rst, start;
output wire signed [OWIDTH-1:0] p;
output wire done, ack;
wire signed [(2*WIDTH)-1:0] prod;
localparam integer SHIFT = (2*IFR) - OFR;
assign p = (SHIFT >= 0) ? prod >>> SHIFT : prod <<< (-SHIFT);
mul #(.WIDTH(WIDTH))
mul_inst (.a(a), .b(b), .p(prod), .done(done),
.ack(ack), .start(start), .clk(clk), .rst(rst));
endmodule
module mul #(parameter WIDTH = 8)(a, b, p, done, ack, start, clk, rst);
input wire signed [WIDTH-1:0] a, b;
input wire clk, rst, start;
output reg [2*WIDTH-1:0] p;
output reg ack, done;
reg busy;
always @(posedge clk or posedge rst)
begin
if (rst)
begin
p <= 0;
ack <= 0;
done <= 0;
busy <= 0;
end
else
begin
done <= 0;
if (start && !busy)
begin
p <= a * b;
ack <= 1;
busy <= 1;
end
else if (!start && busy)
begin
ack <= 0;
done <= 1;
busy <= 0;
end
end
end
endmodule
$ cat ./run.sh
#!/bin/bash
# OpenROAD 26Q1-2900-gdf79404cd8, Yosys 0.63+post, stock flow scripts
make -C /OpenROAD-flow-scripts/flow DESIGN_CONFIG=/design/flow/config.mk WORK_HOME=/design/flow/orfs finish
==> Changelog: implementation <==
### Changed

* Post-synthesis async set-or-reset flop share at 1.00
* Worst-Margin Slew at roughly 0.25 ns
* Slew Limit Fails at 0
* Clock transition at the registers of the reported paths at 0.07 ns
* Post-synth EDFFs at 0
* Maxcap violations at 0
* Largest net degree at the start of global routing at 16
* Antenna Cells at 0
* Synthesized registers at 15
* Most used cell, CP: fa_1
* Grt met3 use at 0.0135
* RSZ-0062 raised after global routing: true
* Post-Syn Instances at around 330
* FP Core Util at 0.312
* Die Wd at slightly above 100 µm
* Final Routed Wirelength at 5890 µm
* Yosys Instances at roughly 330
* Max Clk Rate at ~260 MHz
* Crit path DRT at around 1.7 ns
* Yosys stat area at 3100 µm²
* Pwr per Cell Area at 1510 nW/µm²
* Top area cell types: fa_1 (36%), dfrtp_1 (12%), ha_1 (12%)
* Min cycle time layout at between 3 and 4 ns
* WL/cell at around 11 µm
* Routed vias/inst at 4.29
* Setup slack after layout at -2.25 ns
* Clock Sinks at 15
* Max VDD drop at 0.780 mV
* Main synth FF type: dfrtp_1
* IO Pins at 37
* Full die area at between 10,000 and 15,000 µm²
* DRC viols at 0
* Inst Count DP at between 500 and 600
* Outcome: complete, but fails checks
* Overflow after GRT at 0
* Max incr delay on CP at about 0.55 ns
* Synth cell count leaders: inv_1 (91), fa_1 (55), and2_1 (39)
* # rows at 36
* Most frequent cell after synthesis: inv_1
* Die y size at ~100 µm
* Final Hold Vio Count at 0
* IO Port Bufs at 36
* Layout cells sized above 1 at 0.348
* Final worst clock skew at just under 0.01 ns
* Initial antenna violation count at 0
* Layout area overhead at 41.6%
* Met1 Usage GRT at 0.196
* CTS tree: built
* Min-Delay Path Class: input port to async pin
* GRT met2 Usage at 0.231
* Post-route cell area at around 4400 µm²
* Crit-path slowest cell: fa_1
* Grt peak-use layer: met2
* Leakage at 2.10 nW
* Total design power at approximately 0.0066 W
* Post-synth top area share at 0.356
* CP max FO at 3
* Clk latency late pin at between 0.2 and 0.3 ns
* Post-DP HPWL at slightly above 5000 µm
* Critical-path cell list: buf_8, and2_4, fa_1, inv_2, fa_1, inv_1, fa_1, inv_1, fa_1, inv_2, ha_4, o211ai_1, o21ai_2, o21ai_2, a31oi_2, xnor2_1, mux2_4
* Final number of setup-violating endpoints at 13
* Total number of vias at 2,347
* Core ar. at about 9900 µm²
* DR iter-0 viols at roughly 66
* Post-synth seq share at 0.121
* Critical Path Source Type: input port
* CTS buffer count at 3
* CP endpoint kind: flop
* WP data arrival at 3.99 ns
* Max clock buf depth at 2
* Final Non-Filler Cells at approximately 550
* Post-Syn Area at 3100 µm²
* Root Buffer: clkbuf_8
* Tool warnings at 29
* Global-route wire length before repair at about 12,000 µm
* Critical path class: input port to flop
* Post-route ant nets at 0
* Vias in the first global route at about 2,600
* H-tree levels at 1
* Pre-Repair DR Iteration Count at 4
* Post-synth cell types at 32
* Avg Cell Area, Syn at 9.32 µm²
* Failing checks: negative setup slack
* Overall Global Routing Usage at 0.133
* Tally of yosys warning messages at 1
* Crit-path leading delay family: adder cells
* Final period utilization at 2.41
* Slew margin rel. at 0.833
* Post-placement cell area at about 4100 µm²
* Cell type with the largest total area: fa_1
* Buf/Inv on CP at 5
* GP Congestion at 0.813
-- metal layers --
metal | share of wire | up-vias
met3 | 0.026 | 2
met2 | 0.50 | 25
met4 | 0.0014 | 0
met1 | 0.47 | 1166
li1 | - | 1154
met5 | 0 | -
-- flip-flops by register name (all words and copies together), names as in the netlist --
| signal | cells |
|---|---|
| mul_inst.p | 13 |
| mul_inst.busy | 1 |
| mul_inst.done | 1 |
-- layout by cell type (no fill, tap or decap), types with 2 or more instances in the layout --
| cell type | count |
|---|---|
| inv_2 | 16 |
| buf_6 | 16 |
| buf_8 | 3 |
| inv_1 | 75 |
| o21ai_1 | 3 |
| a21oi_1 | 2 |
| mux2_4 | 9 |
| nand2_1 | 19 |
| o21a_1 | 3 |
| ha_4 | 15 |
| nand2_2 | 3 |
| nor2b_2 | 3 |
| o21ai_2 | 2 |
| a21o_1 | 2 |
| nor3_1 | 2 |
| nor2_1 | 9 |
| fa_2 | 3 |
| clkdlybuf4s50_1 | 20 |
| nor2b_1 | 3 |
| buf_4 | 37 |
| xor2_1 | 2 |
| xnor2_1 | 11 |
| o211ai_1 | 2 |
| buf_2 | 4 |
| a21oi_2 | 2 |
| and2_4 | 13 |
| and2_1 | 26 |
| fa_1 | 52 |
| dfrtp_1 | 15 |
| ha_1 | 14 |
| o21ai_0 | 2 |
| clkbuf_8 | 3 |
-- final timing paths --
kind                                from              to  slack (ns)  cells after the start
setup / recovery                    b[3]  mul_inst.p[15]       -2.25                     17
hold / removal                       rst   mul_inst.p[8]        0.37                      3
setup reg to reg           mul_inst.busy  mul_inst.p[14]        0.15                      6
hold reg to reg            mul_inst.p[8]   mul_inst.p[8]        0.49                      2
max in group asynchronous            rst   mul_inst.p[4]        1.05                      3
min in group clk0          mul_inst.p[8]   mul_inst.p[8]        0.49                      2
-- worst min-delay path, delay by kind of cell --
kind                   cells  cell delay [ns]
buffers and inverters      3             0.66
-- kinds of logic after synthesis --
group                      count (synthesis)  share of synthesized area
AOI/OAI and AO/OA                         28                     0.0626
muxes                                     10                     0.0364
DFF                                       15                      0.121
xor gates and xnor gates                  14                     0.0396
and+or+nand+nor                           86                      0.148
adders and majority gates                 84                      0.473
buffers and inverters                     95                      0.119
-- through the flow --
| step | hold slack [ns] | util | worst slack, ns | TNS (ns) |
|---|---|---|---|---|
| floorplan | 0.221 | - | -2.29 | -22.54 |
| detailed placement | 0.472 | 0.415 | -3.05 | -33.55 |
| CTS | 0.376 | 0.432 | -2.28 | -24.22 |
| global placement | 0.476 | 0.415 | -3.02 | -33.36 |
| finish | 0.368 | 0.442 | -2.25 | -23.39 |
| global route | 0.391 | 0.442 | -2.45 | -24.91 |
-- what timing repair did --
action                     CTS  global route
setup buffers                6             2
setup endpoints to repair   13            13
pin swaps                   40            38
resized                    113            29
hold buffers                 0             0
-- power by group --
| part | switching, W | internal, W |
|---|---|---|
| combinational | 0.00239 | 0.00322 |
| clock | 0.000138 | 0.000175 |
| sequential | 0.000117 | 0.000585 |
| total | 0.00265 | 0.00398 |
-- final cells by class --
type,instances,area (µm²)
Tap cell,133,166
Clock inverter,1,7.51
Multi-Input combinational cell,222,2700
Inverter,91,342
Sequential cell,15,375
Timing Repair Buffer,82,751
Clock buffer,3,41.3
Fill cell,956,5530
Power and IR drop assume default switching activity.
