**flow/design.v**
```verilog
module addfp #(parameter AWIDTH = 5, A_FR = 4, BWIDTH = 5, B_FR = 4, OWIDTH = 6, O_FR = 4)(a, b, s);
input signed [AWIDTH-1:0] a;
input signed [BWIDTH-1:0] b;
output signed [OWIDTH-1:0] s;
localparam integer MAX_FR = (A_FR > B_FR) ? A_FR : B_FR;
localparam integer SHIFT = MAX_FR - O_FR;
function automatic signed [OWIDTH-1:0] signext_a;
input signed [AWIDTH-1:0] in;
begin
if(OWIDTH > AWIDTH)
signext_a = {{(OWIDTH-AWIDTH){in[AWIDTH-1]}}, in};
else if (OWIDTH == AWIDTH)
signext_a = in;
else
signext_a = in[OWIDTH-1:0];
end
endfunction
function automatic signed [OWIDTH-1:0] signext_b;
input signed [BWIDTH-1:0] in;
begin
if(OWIDTH > BWIDTH)
signext_b = {{(OWIDTH-BWIDTH){in[BWIDTH-1]}}, in};
else if (OWIDTH == BWIDTH)
signext_b = in;
else
signext_b = in[OWIDTH-1:0];
end
endfunction
wire signed [OWIDTH-1:0] a_ext = signext_a(a);
wire signed [OWIDTH-1:0] b_ext = signext_b(b);
wire signed [OWIDTH-1:0] a_align =
(A_FR < MAX_FR) ? (a_ext <<< (MAX_FR - A_FR)) : a_ext;
wire signed [OWIDTH-1:0] b_align =
(B_FR < MAX_FR) ? (b_ext <<< (MAX_FR - B_FR)) : b_ext;
wire signed [OWIDTH:0] sum = a_align + b_align;
assign s = (SHIFT >= 0) ? sum >>> SHIFT : sum <<< (-SHIFT);
endmodule
module mulfp #(parameter WIDTH = 8, IFR = 4, OWIDTH = 16, OFR = 5)(a, b, p, done, ack, start, clk, rst);
input wire signed [WIDTH-1:0] a, b;
input wire clk, rst, start;
output wire signed [OWIDTH-1:0] p;
output wire done, ack;
wire signed [(2*WIDTH)-1:0] prod;
localparam integer SHIFT = (2*IFR) - OFR;
assign p = (SHIFT >= 0) ? prod >>> SHIFT : prod <<< (-SHIFT);
mul #(.WIDTH(WIDTH))
mul_inst (.a(a), .b(b), .p(prod), .done(done),
.ack(ack), .start(start), .clk(clk), .rst(rst));
endmodule
```
**flow/run.sh**
```bash
#!/bin/bash
# OpenROAD 26Q1-2900-gdf79404cd8, Yosys 0.63+post, stock flow scripts
make -C /OpenROAD-flow-scripts/flow DESIGN_CONFIG=/design/flow/config.mk WORK_HOME=/design/flow/orfs finish
```
**flow/config.mk**
```make
export PLATFORM = sky130hd
export DESIGN_NAME = addfp
export DESIGN_NICKNAME = addfp
export VERILOG_FILES = /design/flow/design.v
export SDC_FILE = /design/flow/constraint.sdc
export NUM_CORES = 4
export LEC_CHECK = 1
export CORE_AREA = 10 10 70 70
export DIE_AREA = 0 0 80 80
```
**flow/constraint.sdc**
```tcl
current_design addfp

set clk_period 3.8
set clk_io_pct 0.2

create_clock -name clk0 -period $clk_period

set non_clock_inputs [all_inputs -no_clocks]
set_input_delay [expr $clk_period * $clk_io_pct] -clock clk0 $non_clock_inputs
set_output_delay [expr $clk_period * $clk_io_pct] -clock clk0 [all_outputs]
```
==> flow_metrics.env <==
# flow metrics
export IMPL_synth_seq_share=0
export IMPL_register_share_of_total_power=0
export IMPL_proportion_of_power_drawn_by_the_clock_network=0
export IMPL_buffer_ports_inserted=16
export IMPL_grt_setup_unrepaired="no"
export IMPL_post_route_period_util=0.936
export IMPL_critPathRequiredTime_ns=3.04
export IMPL_crit_path_start_kind="primary input"
export IMPL_drive_above_1_share=0.0571
export IMPL_detail_route_vias_per_cell=2.49
export IMPL_drt_total_wl_um=645
export IMPL_detailed_place_hpwl_um=604
export IMPL_placeable_core_region_mm2=0.00342
export IMPL_fmax_mhz=281
export IMPL_grt_pass1_vias=195
export IMPL_cts_repair_resized_insts=0
export IMPL_top_cell="sky130_fd_sc_hd__ha_1"
export IMPL_critPathSlowestCell="sky130_fd_sc_hd__clkdlybuf4s50_1"
export IMPL_die_w_um=80
export IMPL_maximum_number_of_pins_on_one_net_before_global_route_repair=5
export IMPL_cell_family_contributing_the_most_delay_on_the_critical_path="buffers and inverters"
export IMPL_number_of_warnings_issued_by_yosys=1
export IMPL_place_congestion=0.801
export IMPL_grt_ovfl_total=0
export IMPL_period_minus_slack_ns=3.56
export IMPL_worst_max_slew_pin_slew_ns=0.242
export IMPL_pwr_per_cell_area_mw_per_mm2=142
export IMPL_maxSlewViolCount=0
export IMPL_first_pass_iters=4
export IMPL_power_leakage_nw=0.145
export IMPL_chipHeight_um=80
export IMPL_synth_stat_cells=19
export IMPL_post_synth_instance_area_um2=171
export IMPL_route_detailed_wl_per_inst_um=7.96
export IMPL_row_count=21
export IMPL_max_cap_violations=0
export IMPL_io_pins=16
export IMPL_crit_fanout=2
export IMPL_max_slew_margin_rel=0.838
export IMPL_ys_top_cells_by_area="sky130_fd_sc_hd__ha_1 (36%), sky130_fd_sc_hd__fa_1 (12%), sky130_fd_sc_hd__xor2_1 (10%)"
export IMPL_status="complete, no violations"
export IMPL_ff_count=0
export IMPL_comb_power_share=1.000
export IMPL_nClkBuffers=0
export IMPL_power_report_internal_total_mw=0.0375
export IMPL_hold_fix_buffers_cts=0
export IMPL_peakVddDrop_v=0.0000388
export IMPL_final_antenna_net_count=0
export IMPL_first_iter_violations=7
export IMPL_netSwitchingPower_mw=0.0178
export IMPL_area_sequential_um2=0
export IMPL_critical_path_n_buffers_inverters=2
export IMPL_path_common_cell="sky130_fd_sc_hd__clkdlybuf4s50_1"
export IMPL_critPathMaxStageDelay_ns=0.49
export IMPL_critical_path_arrival_ns=2.80
export IMPL_syn_area_cell_um2=9.02
export IMPL_antenna_found_initial=0
export IMPL_number_of_antenna_cells_inserted=0
export IMPL_p_sw_frac=0.322
export IMPL_grt_pass1_wl_um=945
export IMPL_path_class="primary input to output pin"
export IMPL_setup_worst_path_end_class="output pin"
export IMPL_synthDistinctLibCells=11
export IMPL_dr_total_vias=202
export IMPL_final_hold_worst_slack_ns=2.56
export IMPL_synthCells=19
export IMPL_hold_path_class="primary input to output pin"
export IMPL_synth_area_yosys_um2=171
export IMPL_drc=0
export IMPL_globalRouteTotalUtil=0.0183
export IMPL_post_cts_repair_setup_buffers=0
export IMPL_worstPathCellList="clkdlybuf4s50_1 -> ha_1 -> fa_1 -> a21o_1 -> a21oi_2 -> xnor2_1 -> clkdlybuf4s50_1"
export IMPL_areaGrowthSynthToFinish_pct=127
export IMPL_fp_dieArea_mm2=0.00640
export IMPL_fin_setup_tns_ns=0
export IMPL_yosys_area_top_type_share=0.365
export IMPL_synth_cells_most_frequent="sky130_fd_sc_hd__ha_1 (5), sky130_fd_sc_hd__o21ai_0 (3), sky130_fd_sc_hd__nor2_1 (2), sky130_fd_sc_hd__xor2_1 (2)"
export IMPL_power_total_mw=0.0553
export IMPL_hold_violations=0
export IMPL_total_of_endpoints_with_negative_setup_slack_in_the_final_report=0
export IMPL_core_util_floorplan=0.0502
export IMPL_synthDominantAreaCellType="sky130_fd_sc_hd__ha_1"
export IMPL_fillers=405
export IMPL_tool_warnings=32
## final timing paths
path,start,endpoint,slack (ns),depth (start not counted)
max,a[0],s[4],0.24,7
min,b[0],s[0],2.56,3
## cell families after synthesis
| logic type | share of synthesized area |
|---|---|
| and+or+nand+nor | 0.0876 |
| AOI/OAI and AO/OA | 0.255 |
| adders and majority gates | 0.482 |
| xor gates and xnor gates | 0.153 |
| buffers and inverters | 0.0219 |
## through the flow
step | worst slack [ns] | area, um^2 | util | std cells
2_1_floorplan | 1.26 | 171 | - | 19
3_3_place_gp | 0.255 | 389 | 0.114 | 81
3_5_place_dp | 0.251 | 389 | 0.114 | 81
4_1_cts | 0.228 | 389 | 0.114 | 81
5_1_grt | 0.163 | 389 | 0.114 | 81
6_report | 0.242 | 389 | 0.114 | 81
## power by group through the flow
stage	Combinational, mW	Clock (mW)	Sequential [mW]
global route	0.0612	0	0
finish	0.0553	0	0
CTS	0.0561	0	0
## cells in the final DEF, fill, tap and decap left out, drive strengths merged
master,Yosys,layout
a211oi,1,1
clkdlybuf4s50,0,16
nor2,2,2
xor2,2,2
a21o,1,1
nor3b,1,1
inv,1,1
a21oi,1,1
xnor2,1,1
fa,1,1
o21ai,3,3
ha,5,5
## layout make-up
cell class | count | area (um^2) | share of cell area
Multi-Input combinational cell | 18 | 168 | 0.431
Timing Repair Buffer | 16 | 160 | 0.412
Tap cell | 46 | 57.6 | 0.148
Inverter | 1 | 3.75 | 0.00965
## metal layers
| metal | track usage | share of wire | vias up |
|---|---|---|---|
| li1 | - | - | 101 |
| met1 | 0.0351 | 0.63 | 85 |
| met2 | 0.0136 | 0.18 | 16 |
| met3 | 0.0102 | 0.18 | 0 |
| met4 | 0 | 0 | 0 |
| met5 | 0 | 0 | - |
## tightest hold or removal path: stages
cell and delay (ns):
sky130_fd_sc_hd__clkdlybuf4s50_1 0.45, sky130_fd_sc_hd__ha_1 0.12, sky130_fd_sc_hd__clkdlybuf4s50_1 0.46
Power and IR drop assume default switching activity.
